==> flow/run.sh <==
#!/bin/bash
# OpenROAD 26Q1-2900-gdf79404cd8, Yosys 0.63+post, stock flow scripts
make -C /OpenROAD-flow-scripts/flow DESIGN_CONFIG=/design/flow/config.mk WORK_HOME=/design/flow/orfs finish
==> flow/config.mk <==
export PLATFORM = sky130hd
export DESIGN_NAME = gcd_module
export DESIGN_NICKNAME = gcd_module
export VERILOG_FILES = /design/flow/design.v
export SDC_FILE = /design/flow/constraint.sdc
export NUM_CORES = 4
export LEC_CHECK = 1
export CORE_AREA = 10 10 91 91
export DIE_AREA = 0 0 101 101
==> flow/constraint.sdc <==
current_design gcd_module

set clk_period 3.1
set clk_io_pct 0.2

create_clock -name clk0 -period $clk_period [get_ports {clk}]

set non_clock_inputs [all_inputs -no_clocks]
set_input_delay [expr $clk_period * $clk_io_pct] -clock clk0 $non_clock_inputs
set_output_delay [expr $clk_period * $clk_io_pct] -clock clk0 [all_outputs]
==> flow/design.v <==
module gcd_control(
	input wire clk,
	input wire clr,
	input wire go,
	input wire eqflg,
	input wire ltflg,
	output wire xmsel,
	output wire ymsel,
	output wire xld,
	output wire yld,
	output wire gld);
	reg[2:0] current_state,next_state;
	reg xld_temp,yld_temp,gld_temp,xmsel_temp,ymsel_temp;
	assign xld=xld_temp;
	assign yld=yld_temp;
	assign gld=gld_temp;
	assign xmsel=xmsel_temp;
	assign ymsel=ymsel_temp;
	parameter start=3'b000,
				 inputl=3'b001,
				 isequ=3'b010,
				 done=3'b011,
				 isless=3'b100,
				 updatex=3'b101,
				 updatey=3'b110;
	always@(posedge clk) begin
		if (clr==1) begin
			current_state=start;
		end
		else begin
			current_state=next_state;
		end
	end
	always@(current_state) begin
		xld_temp=0;
		yld_temp=0;
		gld_temp=0;
		xmsel_temp=0;
		ymsel_temp=0;
		case(current_state)
			start:
				if (go==0) begin
					next_state=start;
				end
				else begin
					next_state=inputl;
				end
			inputl:
				begin
				next_state=isequ;
				xld_temp=1;
				yld_temp=1;
				xmsel_temp=1;
				ymsel_temp=1;
				end
			isequ:
			begin
				if (eqflg==1) begin
					next_state=done;
				end
				else begin
					next_state=isless;
				end
			end
			isless:
				if (ltflg==1) begin
					next_state=updatey;
				end
				else begin
					next_state=updatex;
				end
			updatey:
			begin
				xld_temp=0;
				yld_temp=1;
				ymsel_temp=0;
				next_state=isequ;
			end
			updatex:
			begin
				yld_temp=0;
				xld_temp=1;
				xmsel_temp=0;
				next_state=isequ;
			end
			done:
			begin
				next_state=done;
				gld_temp=1;
			end
		endcase
	end
endmodule
module gcd_datapath(
		input wire clk,  
		input wire clr,  
		input wire xmsel,  
		input wire ymsel,  
		input wire xld,    
		input wire yld,    
		input wire gld,    
		input wire [3:0] xin,  
		input wire [3:0] yin,  
		output wire eqflg,  
		output wire ltflg,   
		output wire [3:0] gcd
		);
	wire [3:0] xmy,ymx,xl,yl,x,y;
	reg lt,eq;
	assign xmy=x-y;
	assign ymx=y-x;
	mux xmux(.sel(xmsel),.data1(xmy),.data2(xin),.data_out(xl));
	mux ymux(.sel(ymsel),.data1(ymx),.data2(yin),.data_out(yl));
   reg_mod xreg(.clk(clk),.clr(clr),.ld(xld),.data(xl),.outdata(x));	
	reg_mod yreg(.clk(clk),.clr(clr),.ld(yld),.data(yl),.outdata(y));	
	always @(x or y) begin
		if (x==y) begin
			eq=1;
		end
		else begin
			eq=0;
		end
	end
	always @(x or y) begin
		if (x<y) begin
			lt=1;
		end
		else begin
			lt=0;
		end
	end
	assign ltflg=lt;
	assign eqflg=eq;
	reg_mod greg(.clk(clk),.clr(clr),.ld(gld),.data(x),.outdata(gcd));	
endmodule
module gcd_module(
		input clk,
		input clr,
		input go,
		input [3:0] xin,
		input [3:0] yin,
		output [3:0] gcd);
	wire xmsel,ymsel,xld,yld,gld,eqflg,ltflg;
	gcd_datapath gd(.clk(clk),
			          .clr(clr),
						 .xmsel(xmsel),
						 .ymsel(ymsel),
						 .xld(xld),
						 .yld(yld),
						 .gld(gld),
						 .xin(xin),
						 .yin(yin),
						 .eqflg(eqflg),
						 .ltflg(ltflg),
						 .gcd(gcd)
						 );
	gcd_control gc(.clk(clk),
						.clr(clr),
						.go(go),
						.eqflg(eqflg),
						.ltflg(ltflg),
						.xmsel(xmsel),
						.ymsel(ymsel),
						.xld(xld),
						.yld(yld),
						.gld(gld)
						);
endmodule
module mux(
			input sel,
			input [3:0] data1,data2,
			output[3:0] data_out);
	assign data_out=(sel==0)?data1:data2;
endmodule
module reg_mod(
			input clk,
			input clr,
			input ld,
			input [3:0] data,
			output reg [3:0] outdata);	
	always @(posedge clk) begin
		if (clr==1) begin
			outdata=0;
		end
		else begin	
			if(ld==1) begin
				outdata=data;
			end
			else begin
				outdata=outdata;
			end
		end
	end
endmodule
==> out/metrics.yaml <==
run_status:
  status: "complete, no violations"
sta:
  max_slew_margin_pct: 57.1
  hold_viol: 0
  unclocked_regs: 3
  period_needed_ps: 1870
  max_slew.worst_pin.slew_ps: 642
  fin_skew_ps: 5.44
  hold_ws_ps: 463
  finalSetupViolations: 0
  fmax_mhz: 536
  rsz0062_at_grt: "false"
  slew_viol_final: 0
  untimed_endpoints: 3
  fin_setup_tns_ps: 0
  min_period_over_period_pct: 60.2
  fin_ws_ps: 1230
cells_and_area:
  area_growth_pct: 22.6
  drive_above_1_share_pct: 7.14
yosys:
  synth_cell_type_count: 37
  syn_area_um2: 1060
  ys_sh_xor_pct: 1.66
  async_flop_share_pct: 0
  synth.avg_cell_area_um2: 8.20
  ys.flop_type: "dfxtp_1"
  synth-cells-yosys: 129
  logic_family: "AND-OR/OR-AND gates"
  ys_area_um2: 1060
  ys_sh_mux_pct: 0
  ys_sh_adder_pct: 12.1
  synth_cells: 129
  synth-compound-area-share_pct: 24.0
  ys_ff: 18
  edf_count: 0
  ys_sh_simple_pct: 21.7
  ys.warnings.count: 3
clock_network:
  numCtsBuffers: 3
  root_buffer: "clkbuf_8"
  clock_path_buffers: 2
  clock_latency_ps: 250
  cts_hold_buf: 0
  cts_setup_buffers: 0
  cts_max_level: 1
  path_clk_slew_ps: 60
  cts.repair.resized: 0
  cts_tree: "built"
route:
  post_drt_wl_per_cell_um: 12.2
  vias: 896
  dr.pass1.iters: 4
  diodes: 0
  drt_wl_total_mm: 2.64
  first_iter_violations: 68
  drcViolationCount: 0
  vias_per_cell: 4.13
  ant_nets: 0
setup_path:
  worst-path-max-fanout: 4
  worstRegToRegCells: 7
  r2r_slack_ps: 1230
  rr_startpoint: "gd.yreg.outdata[0]"
  worstSetupStartpointType: "flip-flop"
  critPathKind: "reg2reg"
  required_ps: 3250
  crit_arrival_ps: 2020
  r2r_end: "gd.yreg.outdata[1]"
  end_kind: "flip-flop"
placement:
  gp_congestion: 0.843
  pre_cts_ws_ps: 1280
  place_hpwl_mm: 1.98
  port_buffers: 14
die:
  dieArea_um2: 10200
  die_w_um: 101
  initCoreUtil_pct: 16.7
  ioPinCount: 15
  rows: 29
  dieHeight_um: 101
  coreArea_um2: 6350
run:
  warning_count: 28
  max_cap_viol_count: 0
grt:
  grt_max_degree: 19
  grt_pass1_wl_mm: 4.32
  grt.overflow.total: 0
  grt_usage_pct: 5.25
  antenna_found_initial: 0
  grt_pass1_vias: 836
power:
  powerDensity_nw_per_um2: 332
  leakage_nw: 0.460
  peakVddDrop_uv: 147
hold_path:
  min_path_cells: 2
  holdCritPathClass: "reg2reg"
  min_from: "gd.greg.outdata[0]"
  holdPathEnd: "gd.greg.outdata[0]"
## report_power, final
| part | leakage (nW) | switching, mW | total (mW) | internal [mW] |
|---|---|---|---|---|
| Sequential | 0.146 | 0.00705 | 0.205 | 0.198 |
| Combinational | 0.291 | 0.0325 | 0.0661 | 0.0336 |
| Clock | 0.0228 | 0.0686 | 0.160 | 0.0910 |
## logic make-up after synthesis
| family | after synthesis |
|---|---|
| AND-OR/OR-AND | 39 |
| buffers and inverters | 18 |
| XOR/XNOR | 2 |
| latches | 3 |
| AND/OR/NAND/NOR | 43 |
| flip-flops | 15 |
| adder cells (fa/ha/maj) | 9 |
## placed cells by master (no fill, tap or decap), drive strengths merged, types with 3 or more instances in the layout
cell           synthesis  final
inv                   11     11
o21ai                  7      7
nor3                   3      3
a211oi                 5      5
o22ai                  3      3
nor2                  12     12
nand3b                 3      3
nor2b                  6      6
nand2                  8      8
ha                     7      7
dlxtn                  3      3
a311oi                 4      4
clkbuf                 2      4
nand3                  5      5
a21oi                 14     14
clkdlybuf4s50          0     14
dfxtp                 15     15
## area by class of cell
cell class / count / area, µm²
Multi-Input combinational cell: 93 / 628
Inverter: 11 / 41.3
Sequential cell: 18 / 345
Clock buffer: 4 / 45.0
Fill cell: 687 / 5050
Tap cell: 77 / 96.3
Timing Repair Buffer: 14 / 140
## Yosys cell counts, types with 3 or more instances
| cell | instances | area (µm²) |
|---|---|---|
| o21ai_1 | 3 | 15.0 |
| nand3_1 | 5 | 25.0 |
| dlxtn_1 | 3 | 45.0 |
| o22ai_1 | 3 | 18.8 |
| inv_1 | 9 | 33.8 |
| a21oi_1 | 14 | 70.1 |
| ha_1 | 7 | 87.6 |
| nand2_1 | 7 | 26.3 |
| nor2_1 | 11 | 41.3 |
| a211oi_1 | 5 | 37.5 |
| nand3b_1 | 3 | 22.5 |
| buf_4 | 4 | 30.0 |
| dfxtp_1 | 15 | 300 |
| a311oi_1 | 4 | 35.0 |
| nor2b_1 | 5 | 31.3 |
| o21ai_0 | 4 | 20.0 |
## registers in the layout, summed over array words and instances (netlist names)
signal and cells:
gd.greg.outdata 4, gd.xreg.outdata 4, gd.yreg.outdata 4, gc.current_state 3, gc.next_state 3
## worst max-delay path, cell delays in order, from the launching register on
cell	delay, ps
dfxtp_1	370
inv_1	80
ha_1	210
fa_1	440
nand3b_1	100
o21ai_0	100
a22o_1	240
a311oi_1	250
## through the flow
| stage | utilization, % | instances | total power, mW | area, µm² |
|---|---|---|---|---|
| floorplan | - | 129 | 0.251 | 1060 |
| global placement | 19.7 | 213 | 0.275 | 1250 |
| detailed placement | 19.7 | 213 | 0.275 | 1250 |
| CTS | 20.4 | 217 | 0.440 | 1300 |
| global route | 20.4 | 217 | 0.454 | 1300 |
| finish | 20.4 | 217 | 0.431 | 1300 |
## layer usage
layer  share of wire [%]  vias up  global-route usage, %  routed length (µm)
met5                   0        -                      0                   0
met3                 6.1        2                   2.15                 160
met2                  41       13                   7.08                1070
met4                0.53        0                  0.429                  14
met1                  53      405                   7.90                1390
li1                    -      476                      -                   -
## how the worst max path moves through the flow
stage	from	endpoint
CTS	gd.yreg.outdata[0]	gd.yreg.outdata[1]
global route	gd.yreg.outdata[0]	gd.yreg.outdata[1]
finish	gd.yreg.outdata[0]	gd.yreg.outdata[1]
Power figures rest on the tool's default switching activity, not on a simulated workload.

==> design.v <==
module gcd(
		input clk,
		input clr,
		input go,
		input [3:0] xin,
		input [3:0] yin,
		output [3:0] gcd,
		inout wire xmsel,
		inout wire ymsel,
		inout wire xld,
		inout wire yld,
		inout wire gld,
		inout wire eqflg,
		inout wire ltflg);
	gcd_datapath gd(.clk(clk),
			          .clr(clr),
						 .xmsel(xmsel),
						 .ymsel(ymsel),
						 .xld(xld),
						 .yld(yld),
						 .gld(gld),
						 .xin(xin),
						 .yin(yin),
						 .eqflg(eqflg),
						 .ltflg(ltflg),
						 .gcd(gcd)
						 );
	gcd_control gc(.clk(clk),
						.clr(clr),
						.go(go),
						.eqflg(eqflg),
						.ltflg(ltflg),
						.xmsel(xmsel),
						.ymsel(ymsel),
						.xld(xld),
						.yld(yld),
						.gld(gld)
						);
endmodule
module gcd_control(
	input wire clk,
	input wire clr,
	input wire go,
	input wire eqflg,
	input wire ltflg,
	output wire xmsel,
	output wire ymsel,
	output wire xld,
	output wire yld,
	output wire gld);
	reg[2:0] current_state,next_state;
	reg xld_temp,yld_temp,gld_temp,xmsel_temp,ymsel_temp;
	assign xld=xld_temp;
	assign yld=yld_temp;
	assign gld=gld_temp;
	assign xmsel=xmsel_temp;
	assign ymsel=ymsel_temp;
	parameter start=3'b000,
				 inputl=3'b001,
				 isequ=3'b010,
				 done=3'b011,
				 isless=3'b100,
				 updatex=3'b101,
				 updatey=3'b110;
	always@(posedge clk) begin
		if (clr==1) begin
			current_state=start;
		end
		else begin
			current_state=next_state;
		end
	end
	always@(current_state) begin
		xld_temp=0;
		yld_temp=0;
		gld_temp=0;
		xmsel_temp=0;
		ymsel_temp=0;
		case(current_state)
			start:
				if (go==0) begin
					next_state=start;
				end
				else begin
					next_state=inputl;
				end
			inputl:
				begin
				next_state=isequ;
				xld_temp=1;
				yld_temp=1;
				xmsel_temp=1;
				ymsel_temp=1;
				end
			isequ:
			begin
				if (eqflg==1) begin
					next_state=done;
				end
				else begin
					next_state=isless;
				end
			end
			isless:
				if (ltflg==1) begin
					next_state=updatey;
				end
				else begin
					next_state=updatex;
				end
			updatey:
			begin
				xld_temp=0;
				yld_temp=1;
				ymsel_temp=0;
				next_state=isequ;
			end
			updatex:
			begin
				yld_temp=0;
				xld_temp=1;
				xmsel_temp=0;
				next_state=isequ;
			end
			done:
			begin
				next_state=done;
				gld_temp=1;
			end
		endcase
	end
endmodule
module gcd_datapath(
		input wire clk,  
		input wire clr,  
		input wire xmsel,  
		input wire ymsel,  
		input wire xld,    
		input wire yld,    
		input wire gld,    
		input wire [3:0] xin,  
		input wire [3:0] yin,  
		output wire eqflg,  
		output wire ltflg,   
		output wire [3:0] gcd
		);
	wire [3:0] xmy,ymx,xl,yl,x,y;
	reg lt,eq;
	assign xmy=x-y;
	assign ymx=y-x;
	mux xmux(.sel(xmsel),.data1(xmy),.data2(xin),.data_out(xl));
	mux ymux(.sel(ymsel),.data1(ymx),.data2(yin),.data_out(yl));
   reg_mod xreg(.clk(clk),.clr(clr),.ld(xld),.data(xl),.outdata(x));	
	reg_mod yreg(.clk(clk),.clr(clr),.ld(yld),.data(yl),.outdata(y));	
	always @(x or y) begin
		if (x==y) begin
			eq=1;
		end
		else begin
			eq=0;
		end
	end
	always @(x or y) begin
		if (x<y) begin
			lt=1;
		end
		else begin
			lt=0;
		end
	end
	assign ltflg=lt;
	assign eqflg=eq;
	reg_mod greg(.clk(clk),.clr(clr),.ld(gld),.data(x),.outdata(gcd));	
endmodule
module mux(
			input sel,
			input [3:0] data1,data2,
			output[3:0] data_out);
	assign data_out=(sel==0)?data1:data2;
endmodule
module reg_mod(
			input clk,
			input clr,
			input ld,
			input [3:0] data,
			output reg [3:0] outdata);	
	always @(posedge clk) begin
		if (clr==1) begin
			outdata=0;
		end
		else begin	
			if(ld==1) begin
				outdata=data;
			end
			else begin
				outdata=outdata;
			end
		end
	end
endmodule
==> run.sh <==
#!/bin/bash
# OpenROAD 26Q1-2900-gdf79404cd8, Yosys 0.63+post, stock flow scripts
make -C /OpenROAD-flow-scripts/flow DESIGN_CONFIG=/design/flow/config.mk WORK_HOME=/design/flow/orfs finish
==> config.mk <==
export PLATFORM = sky130hd
export DESIGN_NAME = gcd
export DESIGN_NICKNAME = gcd
export VERILOG_FILES = /design/flow/design.v
export SDC_FILE = /design/flow/constraint.sdc
export NUM_CORES = 4
export LEC_CHECK = 1
export CORE_AREA = 10 10 103 103
export DIE_AREA = 0 0 113 113
==> constraint.sdc <==
current_design gcd

set clk_period 4.0
set clk_io_pct 0.2

create_clock -name clk0 -period $clk_period [get_ports {clk}]

set non_clock_inputs [all_inputs -no_clocks]
set_input_delay [expr $clk_period * $clk_io_pct] -clock clk0 $non_clock_inputs
set_output_delay [expr $clk_period * $clk_io_pct] -clock clk0 [all_outputs]
==> reports/qor.csv <==
metric,value,unit
# hold bufs at CTS,0,
Cell Type Count,38,
cell count after synthesis,123,
PortBufs,14,
outcome,aborted with a tool error,
Async SR Flop Fraction,0,%
I/O pin count,22,
Log Error,"[error] [KeplerFormal.cpp:679] Workflow failed: Iso has multiple drivers: .eqflg0, _125_.X0",
placed cells,236,
cell taking the most area after synthesis,dfxtp_1,
clock tree root driver cell,clkbuf_8,
YS warnings,3,
#FFs+latches synth,18,
count of unclocked register or latch pins,3,
maximum clock path buffer count,2,
synth cell count leaders,"15 x dfxtp_1, 12 x inv_1, 12 x nor2_1",
number of unconstrained endpoints,3,
Dominant cell area share,29.0,%
failing step,clock tree synthesis,
htree depth,1,
flip-flops with a built-in enable,0,
die width,113,um
synthesized area per cell,8.41,um2
mapped cell area,1030,um2
CTS resizes,0,
cts bufs inserted,3,
Final Wtd Congestion,0.830,
Rows,33,
height of the die,113,um
Main area contributors,"dfxtp_1 29%, ha_1 8.5%, a21oi_1 4.8%",
Most common reg cell,dfxtp_1,
Post-CTS Setup Bufs,0,
Area after DPL,1260,um2
Yosys Instances,123,
yosys stat chip area,1030,um2
post-DP HPWL,2020,um
fp util,12.5,%
"count leader, synth",dfxtp_1,
-- metrics by stage --
stage	utilization, %	worst slack [ns]
global placement	15.2	1.75
detailed placement	15.2	1.74
floorplan	-	1.91
-- cell families after synthesis --
kind of cell / count (synthesis) / synth area share [%]
latches: 3 / 4.35
XOR/XNOR: 1 / 0.847
AND/OR/NAND/NOR: 40 / 21.2
buffers and inverters: 21 / 10.0
multiplexers: 4 / 3.87
AND-OR/OR-AND: 30 / 18.4
flip-flops: 15 / 29.0
adder cells (fa/ha/maj): 9 / 12.3
